$ cat flow/config.mk
export PLATFORM = sky130hd
export DESIGN_NAME = Register_File
export DESIGN_NICKNAME = Register_File
export VERILOG_FILES = /design/flow/design.v
export SDC_FILE = /design/flow/constraint.sdc
export NUM_CORES = 4
export LEC_CHECK = 1
export CORE_UTILIZATION = 30
$ cat flow/constraint.sdc
current_design Register_File

set clk_period 7.4
set clk_io_pct 0.2

create_clock -name clk0 -period $clk_period [get_ports {clk}]

set non_clock_inputs [all_inputs -no_clocks]
set_input_delay [expr $clk_period * $clk_io_pct] -clock clk0 $non_clock_inputs
set_output_delay [expr $clk_period * $clk_io_pct] -clock clk0 [all_outputs]
$ cat flow/design.v
module Register_File (
    input [4:0] RA1,
    input [4:0] RA2,
    input [4:0] WA3,
    input [31:0] WD3,
    input WE3,
    input clk,
    output [31:0] RD1,
    output [31:0] RD2,
    output [31:0] display_data
);
    reg [31:0] regfile [0:31];
    integer i;
    initial begin
        for (i = 0; i < 32; i = i + 1)
        regfile[i] = 32'd0;
    end
    assign RD1 = (RA1 == 0) ? 32'd0 : regfile[RA1];
    assign RD2 = (RA2 == 0) ? 32'd0 : regfile[RA2];
    always @(posedge clk) begin
        if (WE3 && WA3!=0)
        regfile[WA3] <= WD3;
end
assign display_data = regfile[4];
endmodule
$ cat flow/run.sh
#!/bin/bash
# OpenROAD 26Q1-2900-gdf79404cd8, Yosys 0.63+post, stock flow scripts
make -C /OpenROAD-flow-scripts/flow DESIGN_CONFIG=/design/flow/config.mk WORK_HOME=/design/flow/orfs finish
==> COMMIT_EDITMSG <==
Store results of the implementation flow

- Post-synth ARST share: 0
- The synthesis report lists the Yosys warning total as 1.
* Chip area line of the yosys report: 47020 µm²
- The power report puts the leakage power at 17.46 nW.
* Final global-route overflow total: 0
- Critical Path Source Type: primary input
- The script parses the final routing iteration and logs DRC violations as 0.
- Slew at the pin with the worst max-slew slack: 1482 ps
* Post-synthesis instance area: 47020 µm²
- Routing resource usage on met1 recorded by global route was 0.2129.
- Per the layout area report, the combinational gate area comes to 15610 µm².
- Max FO, Critical Path: 17
- Detailed router's first-iteration violation count: 1613
- Sorting the synthesized cells by area gives the leading types as edfxtp_1, mux4_2, mux2i_1.
* Kind of capture point of the worst setup path: output pin
* Via count of the first global-routing pass: 29440
- Mean cell area of the mapped netlist: 19.59 µm²
- Of the cells placed in the final design, the portion with a size suffix greater than 1 is 0.3038.
- regfile holds more flip-flops than any other register.
- On the worst setup and hold paths after CTS, the clock-pin slew comes to 60 ps.
- The tool warning count for the run is 26.
- Of the post-synthesis cell area, the dominant cell type holds 0.6540.
- Sequential cell area in the final layout: 30750 µm²
- CTS hold repair buffers: 0
- The longest clock path from root to sink contains 3 buffers.
- The number of clock buffers added by TritonCTS is 99.
- The finished layout holds 4768 standard cells, fillers aside.
* HPWL Detailed: 96340 µm
- Summed over all instances, the cell type with the most area after synthesis is edfxtp_1.
- The finished cells cover 55010 µm².
- The tightest min-delay check is of the in2reg type.
- Global-route met3 utilization: 0.1768
- Port Buffers: 144
- Layout-stage area growth over the synthesis result: 17.00%
- The first global-routing pass estimated 214200 µm of wire.
- The number of antenna violations at the first check in global routing is 16.
- Across all setup checks in the final design, the least slack found is 250.6 ps.
- In the log, the iteration count for the first detailed-route pass is 5.
* Final tally of hold violations: 0
- Arrival time at the worst endpoint: 5670 ps
- Counting every instance in the synthesized netlist gives 2400.
* Setup repair after global routing missed its margin: false
- Counting flops with a built-in enable in the synthesized netlist gives 1024.
- Detailed-route via count: 26700
* Register area share after synthesis: 0.6540
* Pre-CTS setup slack: 542.7 ps
* Flip-flop count of the largest register, all copies and words added: 1024
- Maximum number of pins on one net before global-route repair: 61
- Slew Viols, Final: 0
- Per the synth log, the flip-flop and latch total comes to 1024.
- The routed design has 152700 µm of wire.
* Total clock sinks: 1024
- Distinct cell type count of the synthesized netlist: 41
- The completed layout was analyzed and its total power is 12.56 mW.
- Post-route period utilization is reported as 0.9661.
- Tally of max-capacitance violations: 0
* Std-Cell Rows: 144
* Cell count after placement: 4586
- Area inside the core boundary: 154800 µm²
- For this design, Yosys synthesis ends with a cell count of 2400.
* Resized cells post-CTS: 0
- Largest registers ranked by flip-flop count: regfile: 1024 flops
* Power per standard cell area: 228.3 nW/µm²
* Data required, critical path: 5920 ps
- In the floorplan report the effective utilization is 0.3038.
* Peak-usage layer in the global routing report: met2
* Dominant Register Cell: edfxtp_1
* Minimum clock period: 7149 ps
- Final-layout setup total negative slack: 0 ps
- Overall chip area: 158300 µm²
- Count of antenna-violating nets left after detailed routing: 0
- Result of the run: finished clean
* Post-DR vias/cell: 5.600
- At the end of routability-driven placement, the weighted congestion stood at 0.9444.
- Timing-limited maximum frequency: 0.1399 GHz
- The top cell types in the final layout, fill and taps aside, are edfxtp_1, mux4_2, mux2i_1, buf_4, clkdlybuf4s50_1.
- The floorplan step set the die width to 397.9 µm.
- The vertical die dimension reported for this design is 397.9 µm.
- Looking at the VDD voltage map, the peak drop is 177.5 µV.
- Routed len/inst: 32.02 µm
- Buffers added to address setup during post-CTS repair amount to 0.
- By startpoint and endpoint, the worst setup path is classified as in2out.
* Most frequently placed logic cell in the final layout: edfxtp_1
* CTS tree: built
- Number of ports placed on the die boundary: 145
* Met2 routing resource usage after global routing: 0.3083
* Tightest slew margin relative to the limit: 0.004358
- Fill cells in the final layout number 14100.
- The H-tree generated during clock tree synthesis spans 3 levels.
* Cell chosen for the clock root: clkbuf_16
- Summed over all routing layers, the global router reports a total usage of 0.2064.
* Final setup violating endpoints: 0
- The placement stage leaves a total instance area of 51950 µm².
==> path summary, 6_finish.rpt <==
| kind | startpoint | endpoint | slack, ps | cells past startpoint |
|---|---|---|---|---|
| worst max-delay path | RA2[3] | RD2[8] | 250 | 7 |
| worst min-delay path | WD3[31] | regfile[26][31]$_DFFE_PP_ | 1600 | 2 |
==> metrics by stage <==
step,hold WS [ps],utilization
after CTS,1565,0.3554
after detailed placement,2298,0.3357
final,1598,0.3554
after global placement,2293,0.3357
after global routing,1610,0.3554
after floorplan,1579,-
==> worst max-delay path: stages <==
cell and delay (ps):
clkdlybuf4s50_1 730, or3b_2 910, buf_4 360, o221ai_1 250
a211oi_1 90, nor3_1 1180, clkdlybuf4s50_1 670
==> routing by layer <==
metal	wire length, µm	share of wire
met5	270	0.0018
met4	5914	0.039
met1	46840	0.31
met3	29180	0.19
met2	70470	0.46
==> cells by family (layout without fill, tap and decap cells) <==
group                  Yosys count  count (layout)  synth area share
AND-OR/OR-AND                  331             331           0.05522
buffers and inverters          226             517           0.02307
flip-flops                    1024            1024            0.6540
multiplexers                   632             632            0.2483
other                            1              34        0.00007976
AND/OR/NAND/NOR                186             186           0.01929
==> report_power, final <==
group / switching (mW) / internal (mW)
Clock: 2.21 / 2.61
Combinational: 0.707 / 0.533
Sequential: 0.0335 / 6.47
==> synthesized netlist by cell type, drive strengths merged, types with 31 or more instances <==
library cell,count
a211oi,47
a21oi,46
nor3,33
a2111oi,31
clkbuf,98
buf,103
nand2,65
o22ai,55
nor2,34
o221ai,31
mux2i,183
edfxtp,1024
a22o,62
mux4,425
==> area by class of cell <==
cell class,count,share of cell area
diodes,2,0.00009098
clock buffers,119,0.04640
clock inverters,61,0.009007
inverters,25,0.001751
multi-input cells,1181,0.2838
flip-flops and latches,1024,0.5590
well taps,2044,0.04649
repair buffers,312,0.05345
No activity file was given, so power comes from the tool's default toggle rates.
