### config.mk
export PLATFORM = sky130hd
export DESIGN_NAME = Data_Memory
export DESIGN_NICKNAME = Data_Memory
export VERILOG_FILES = /design/flow/design.v
export SDC_FILE = /design/flow/constraint.sdc
export NUM_CORES = 4
export LEC_CHECK = 1
export CORE_UTILIZATION = 40
### design.v
module Data_Memory (
    input [31:0] A,
    input [31:0] WD,
    input clk,
    input WE,
    output [31:0] RD
);
    reg [31:0] mem [0:63];
    integer i;
    initial begin
        for (i = 0; i < 64; i = i + 1)
            mem[i] = 32'd0;
    end
    assign RD = mem[A[31:2]];
    always @(posedge clk) begin
        if (WE)
            mem[A[31:2]] <= WD;
    end
endmodule
### run.sh
#!/bin/bash
# OpenROAD 26Q1-2900-gdf79404cd8, Yosys 0.63+post, stock flow scripts
make -C /OpenROAD-flow-scripts/flow DESIGN_CONFIG=/design/flow/config.mk WORK_HOME=/design/flow/orfs finish
### constraint.sdc
current_design Data_Memory

set clk_period 32.2
set clk_io_pct 0.2

create_clock -name clk0 -period $clk_period [get_ports {clk}]

set non_clock_inputs [all_inputs -no_clocks]
set_input_delay [expr $clk_period * $clk_io_pct] -clock clk0 $non_clock_inputs
set_output_delay [expr $clk_period * $clk_io_pct] -clock clk0 [all_outputs]
==> flow.log <==
[flow] collecting metrics
INFO  metric post_cts_resized = 0
INFO  metric internal_cell_power = 4.327 mW
INFO  metric total_leakage_power = 28.35 nW
INFO  metric critPathLaunchType = input port
INFO  metric min-delay-start = WD[22]
INFO  metric max-slew-margin-rel = 0.3781
INFO  metric worstPathRequired = 25.76 ns
INFO  metric synth_seq_share = 0.7856
INFO  metric setup_viol = 0
INFO  metric stage_log_warnings = 52
INFO  metric average_cell_area_after_synthesis = 18.61 um2
INFO  metric detailedRoute.firstIterationViolations = 2,620
INFO  metric die_h = 444.4 um
INFO  metric gp_routability_congestion = 0.8768
INFO  metric total_switching_power = 1.184 mW
INFO  metric use_met3 = 0.1560
INFO  metric antenna_found_initial = 2
INFO  metric yosysTopAreaCell = sky130_fd_sc_hd__edfxtp_1
INFO  metric pwr-share-clk = 0.411
INFO  metric setup_crit_end_kind = primary output
INFO  metric yosys_register_bits = 2,048
INFO  metric fillCellCount = 16,130
INFO  metric synth_cell_type_count = 55
INFO  metric initial_utilization = 0.4023
INFO  metric cp_max_fo = 84
INFO  metric cpMostUsedCell = sky130_fd_sc_hd__buf_4
INFO  metric post_layout_nonfiller_instances = 7,088
INFO  metric fmax = 0.05479 GHz
INFO  metric clockBufferDepth = 3
INFO  metric worst-path-buf-inv = 7
INFO  metric finalInstanceArea = 0.08918 mm2
INFO  metric grt_use_met2 = 0.3268
INFO  metric max_stage_delay = 0.62 ns
INFO  metric share_comb_of_total_power = 0.053
INFO  metric groute.layer.met1.usage = 0.2903
INFO  metric clkSinkCount = 2,048
INFO  metric cts_post_setup_buffers_inserted = 0
INFO  metric postCtsHoldBufs = 0
INFO  metric dp_hpwl = 114.7 mm
INFO  metric yosys-stat-area = 0.07829 mm2
INFO  metric holdPathEnd = mem[29][22]
INFO  metric detailed_router_iteration_count_before_antenna_repair = 7
INFO  metric top_area_frac = 0.7856
INFO  metric setup_tns = 0 ns
INFO  metric placementRows = 162
INFO  metric vias_in_the_first_global_route = 43,810
INFO  metric layout-area-overhead-vs-synth = 13.91%
INFO  metric drv_slew = 0
INFO  metric ir_worst_vdd = 60.32 uV
INFO  metric flip_flop_count_of_the_largest_register_after_layout = 2,048
INFO  metric switching_share = 0.2149
INFO  metric detail-route-antenna-nets = 0
INFO  metric leading_post_synthesis_cells_by_instance_count = sky130_fd_sc_hd__edfxtp_1 (2,048), sky130_fd_sc_hd__mux2i_1 (259), sky130_fd_sc_hd__a22oi_1 (188), sky130_fd_sc_hd__a221oi_1 (175), sky130_fd_sc_hd__clkbuf_1 (168)
INFO  metric timing.max_cap.violations = 0
INFO  metric grt_first_pass_wirelength = 297.9 mm
INFO  metric worstHoldPathType = input port to flip-flop
INFO  metric placed_cells_incl_taps = 6,720
INFO  metric design.core.area = 0.1946 mm2
INFO  metric top_usage_layer = met2
INFO  metric htree_levels = 4
INFO  metric critical_path.cell_chain = buf_8 -> buf_4 -> buf_12 -> buf_4 -> nor2b_4 -> buf_4 -> buf_4 -> a22oi_1 -> o311ai_0 -> a2111oi_0 -> nand4_1 -> clkdlybuf4s50_1
INFO  metric worst_hold_path_cell_count = 1
INFO  metric cts_inserted_buffers = 199
INFO  metric finalHoldViolations = 0
INFO  metric rsz0062_at_grt = no
INFO  metric period_needed = 18.25 ns
INFO  metric share_of_the_clock_period_used_by_the_worst_path_after_layout = 0.5668
INFO  metric wirelength = 205.1 mm
INFO  metric edf_count = 2,048
INFO  metric post_drt_via_cell_ratio = 5.871
INFO  metric synth-main-ff-cell = sky130_fd_sc_hd__edfxtp_1
INFO  metric yosysCellCount = 4,207
INFO  metric grt_overflow = 0
INFO  metric post-route-drc-count = 0
INFO  metric die_width = 444.4 um
INFO  metric share_seq_of_total_power = 0.536
INFO  metric pin_count_of_the_biggest_net_entering_global_routing = 85
INFO  metric groute.usage.overall = 0.2277
INFO  metric postSynthCellCount = 4,207
INFO  metric ys_top_cells_by_area = sky130_fd_sc_hd__edfxtp_1 (79%), sky130_fd_sc_hd__mux2i_1 (3.3%), sky130_fd_sc_hd__mux4_2 (2.8%)
INFO  metric synthesis.yosys.warnings = 1
INFO  metric outcome = finished, final reports clean
INFO  metric cts.root.buffer_cell = sky130_fd_sc_hd__clkbuf_16
INFO  metric cts_tree = done
INFO  metric die_area = 0.1975 mm2
INFO  metric cts.reportedPaths.clkPinSlew = 0.06 ns
INFO  metric power_per_cell_area = 61.80 mW/mm2
INFO  metric crit_type = input port to primary output
INFO  metric top_level_ports = 98
INFO  metric yosysMostFrequentCell = sky130_fd_sc_hd__edfxtp_1
INFO  metric wire_per_inst = 28.94 um
INFO  metric cpLargestDelayFamily = buffers and inverters
INFO  metric async_set_or_reset_flop_fraction_in_the_synthesized_netlist = 0
INFO  metric vias = 41,620
INFO  metric critical_path_arrival = 11.81 ns
INFO  metric synthesis.area = 0.07829 mm2
INFO  metric critical_path.slowest_cell = sky130_fd_sc_hd__buf_4
INFO  metric worstMarginPinSlew = 0.9319 ns
INFO  metric buffer_ports.inserted = 71
INFO  metric post_route_cells_drive_above_1_share = 0.1855
INFO  metric dpl-instance-area = 0.08285 mm2
INFO  metric report.power.total = 5.511 mW
[layer usage]
metal  part of all wire  up-vias
met5             0.0015        -
met4              0.036        8
met3               0.15      342
met2               0.46     2478
met1               0.35    20860
li1                   -    17930
[layout by cell type (no fill, tap or decap), drive strengths merged, types with 3 or more instances in the layout]
cell	count
mux2i	259
nor4	14
nand4	3
clkbuf	249
nor2	145
nand2b	18
buf	233
a22oi	188
o22a	70
o221ai	6
mux2	147
clkinvlp	3
nand2	28
a221oi	175
bufinv	16
a222oi	16
a21oi	121
or4b	14
or3	4
nor3	22
a221o	15
nand3	54
o21ai	85
nor2b	8
clkinv	90
a31oi	43
inv	10
a211oi	17
or4	15
mux4	96
edfxtp	2048
and2	5
a22o	66
o22ai	93
clkdlybuf4s50	36
o2bb2ai	15
and3	85
a2111oi	15
[power groups by stage]
stage	clock [mW]	combinational [mW]	sequential, mW
CTS	2.30	0.295	2.96
global route	2.40	0.313	2.96
finish	2.26	0.292	2.96
[cell families (layout without fill, tap and decap cells)]
logic type | count (synthesis) | count (layout) | share of synthesized area
AND/OR/NAND/NOR | 424 | 424 | 0.02829
flip-flops | 2048 | 2048 | 0.7856
AND-OR/OR-AND | 933 | 933 | 0.08733
other | 0 | 2 | 0
multiplexers | 502 | 502 | 0.08188
buffers and inverters | 300 | 637 | 0.01696
[worst max-delay path by stage]
| stage | startpoint | end | slack [ns] | cells after the start |
|---|---|---|---|---|
| 4_1_cts | A[4] | RD[0] | 13.85 | 12 |
| 5_1_grt | A[4] | RD[0] | 13.57 | 12 |
| 6_report | A[4] | RD[0] | 13.95 | 12 |
[metrics by stage]
stage	util	worst slack [ns]	hold WS (ns)
detailed placement	0.4258	13.87	6.910
finish	0.4583	13.95	6.052
floorplan	-	17.21	6.539
CTS	0.4583	13.85	6.004
global route	0.4583	13.57	6.036
global placement	0.4258	13.88	6.896
[cell type report]
type,instances,area (um2),area share
multi-input combinational,1859,16090,0.1804
inverter,2,15.01,0.0001684
sequential,2048,61500,0.6896
clock inverter,117,1094,0.01226
antenna,2,5.005,0.00005612
timing repair buffer,269,2064,0.02315
clock buffer,249,5231,0.05866
tap,2542,3181,0.03567
Power is estimated from default activity; no workload was simulated.
