[./run.sh]
#!/bin/bash
# OpenROAD 26Q1-2900-gdf79404cd8, Yosys 0.63+post, stock flow scripts
make -C /OpenROAD-flow-scripts/flow DESIGN_CONFIG=/design/flow/config.mk WORK_HOME=/design/flow/orfs finish
[./config.mk]
export PLATFORM = sky130hd
export DESIGN_NAME = Result_Mux
export DESIGN_NICKNAME = Result_Mux
export VERILOG_FILES = /design/flow/design.v
export SDC_FILE = /design/flow/constraint.sdc
export NUM_CORES = 4
export LEC_CHECK = 1
export CORE_AREA = 10 10 88 88
export DIE_AREA = 0 0 98 98
[./constraint.sdc]
current_design Result_Mux

set clk_period 1.0
set clk_io_pct 0.2

create_clock -name clk0 -period $clk_period

set non_clock_inputs [all_inputs -no_clocks]
set_input_delay [expr $clk_period * $clk_io_pct] -clock clk0 $non_clock_inputs
set_output_delay [expr $clk_period * $clk_io_pct] -clock clk0 [all_outputs]
[./design.v]
module Result_Mux (Result, ResultSrc, ALUResult, ReadData, PC_Plus_4);
    output [31:0] Result;
    input [31:0] ALUResult, ReadData, PC_Plus_4;
    input [1:0] ResultSrc;
    assign Result = (ResultSrc == 2'b11) ? PC_Plus_4 : (ResultSrc == 2'b10) ? PC_Plus_4 
    : (ResultSrc == 2'b01) ? ReadData : ALUResult;
endmodule
==> metrics.yaml <==
status: "finished, violations left"
failed_checks: "setup timing"
worst_ep_arrival_time_ns: 0.93
placed_area_um2: 2070
drv_slew: 0
finalCoreUtilization_pct: 33.1
critical_path.endpoint_type: "output pin"
leakagePower_nw: 1.06
totalWireLength_mm: 4.49
ys_top_cells_by_count: "sky130_fd_sc_hd__mux2i_1, sky130_fd_sc_hd__nand2_1, sky130_fd_sc_hd__o21ai_1"
share_seq_of_total_power_pct: 0
critical_path_type: "input port to output pin"
grt_antenna_before_repair: 0
die_w_um: 98
yosysCellCount: 107
reg_area_um2: 0
crit_fanout: 5
sw_frac_of_total_pct: 33.0
place_hpwl_mm: 3.70
switchingPower_w: 0.000229
first_global_vias: 1218
nClkBuffers: 0
io_buffer_count: 130
synth_area_per_cell_um2: 6.68
sequential_cells: 0
chip_area_um2: 9600
clockPowerShare_pct: 0
drt_pass1_iterations: 3
netlist_instances: 107
synthesis.yosys.warnings: 0
insertedDiodeCount: 0
share_of_post_route_cells_with_drive_strength_above_1_pct: 20.8
nFillCells: 660
worstMarginPinSlew_ns: 0.144
drtIter0Drc: 26
period_utilization_pct: 113
cts_hold_bufs: 0
finalSetupViolCount: 32
cell_internal_pwr_w: 0.000465
timing.critical_path.required_ns: 0.80
post-route-min-period_ns: 1.13
rsz0062_at_grt: "true"
synthTopCellsByArea: "sky130_fd_sc_hd__mux2i_1, sky130_fd_sc_hd__o21ai_1, sky130_fd_sc_hd__nand2_1"
seq_area_frac_synth_pct: 0
drv.max_cap_violation_count: 0
initial_core_util_pct: 12.1
route.detailed.wl_per_inst_um: 14.4
die_h_um: 98
max-slew-margin-rel_pct: 90.1
timing.hold.worst.start: "PC_Plus_4[1]"
unique_cell_type_count_in_the_yosys_netlist: 8
power_per_cell_area_nw_per_um2: 354
place_worst_setup_slack_ns: -0.577
grt_pass1_wl_mm: 6.78
cp-start-kind: "input port"
top_area_share_pct: 44.8
worstHoldPathCells: 4
synth_area_leader_cell: "sky130_fd_sc_hd__mux2i_1"
warnings: 34
dr_total_vias: 1202
syn_area_um2: 714
drt-vias-per-instance: 3.86
pwr-share-comb_pct: 100.0
rows: 28
timing.final.ws_setup_ns: -0.134
post_route_antenna_net_violation_count: 0
totalNegativeSetupSlack_ns: -1.48
ios: 130
pin_count_of_the_biggest_net_entering_global_routing: 34
finalWeightedCongestion: 0.752
worstHoldPathType: "input port to output pin"
count_of_endpoints_failing_hold_in_the_final_timing_report: 0
fmax_mhz: 882
global_route.usage.total_pct: 8.43
holdPathEnd: "Result[1]"
syn_to_final_growth_pct: 174
power.ir.vdd_worst_v: 0.000117
finalInstanceArea_um2: 1960
drc: 0
grt.overflow.total: 0
yosys_area_um2: 714
core-area_um2: 5920
-- layout by cell type (no fill, tap or decap) --
| cell type | count |
|---|---|
| sky130_fd_sc_hd__dlygate4sd2_1 | 86 |
| sky130_fd_sc_hd__buf_2 | 33 |
| sky130_fd_sc_hd__nand2_1 | 32 |
| sky130_fd_sc_hd__o21ai_1 | 30 |
| sky130_fd_sc_hd__mux2i_1 | 29 |
| sky130_fd_sc_hd__clkdlybuf4s50_1 | 7 |
| sky130_fd_sc_hd__buf_12 | 7 |
| sky130_fd_sc_hd__dlymetal6s2s_1 | 3 |
| sky130_fd_sc_hd__mux2i_2 | 2 |
| sky130_fd_sc_hd__o21ai_2 | 2 |
| sky130_fd_sc_hd__buf_16 | 2 |
| sky130_fd_sc_hd__buf_4 | 2 |
| sky130_fd_sc_hd__mux2i_4 | 1 |
-- area by class of cell --
cell class	count	area [µm²]	area share, %
Timing Repair Buffer	140	1240	63.1
Multi-Input combinational cell	96	628	32.1
Tap cell	75	93.8	4.79
-- logic make-up (layout without fill, tap and decap cells) --
kind of cell           after synthesis  after routing  synth area share (%)
buffers and inverters               11            140                  14.9
multiplexers                        32             32                  44.8
AND/OR/NAND/NOR                     32             32                  16.8
AND-OR/OR-AND                       32             32                  23.5
-- layer usage --
layer / global-route usage [%] / wire length [µm] / vias up
li1: - / - / 638
met1: 10.8 / 1960 / 485
met2: 13.0 / 1910 / 79
met3: 4.55 / 618 / 0
met4: 0 / 0 / 0
met5: 0 / 0 / -
-- what timing repair did --
item / CTS / global route
setup buffers: 4 / 0
setup endpoints to repair: 32 / 32
gates cloned: 2 / 0
resized: 193 / 4
pin swaps: 31 / 21
endpoints found under the hold margin: 0 / 0
-- power groups by stage --
stage | Clock, W | Sequential, W | Combinational, W
CTS | 0 | 0 | 0.000710
finish | 0 | 0 | 0.000694
global route | 0 | 0 | 0.000771
-- worst max-delay path by stage --
| stage | from | to | slack [ns] | cells past startpoint |
|---|---|---|---|---|
| CTS | ResultSrc[0] | Result[7] | -0.14 | 6 |
| global route | ResultSrc[0] | Result[7] | -0.18 | 6 |
| finish | ResultSrc[0] | Result[7] | -0.13 | 6 |
-- per-stage QoR --
stage               power (W)  cells  hold WS [ns]
floorplan            0.000232    107         0.456
global placement     0.000856    305          1.22
detailed placement   0.000862    305          1.21
CTS                  0.000710    311         0.789
global route         0.000771    311         0.704
finish               0.000694    311         0.673
-- critical path, stage by stage --
cell                      delay (ns)
sky130_fd_sc_hd__buf_12         0.12
sky130_fd_sc_hd__buf_16         0.13
sky130_fd_sc_hd__buf_12         0.12
sky130_fd_sc_hd__mux2i_1        0.10
sky130_fd_sc_hd__o21ai_1        0.13
sky130_fd_sc_hd__buf_2          0.12
No activity file was given, so power comes from the tool's default toggle rates.
