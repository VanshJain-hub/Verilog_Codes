==> config.mk <==
export PLATFORM = sky130hd
export DESIGN_NAME = Full_Subtractor_32bit
export DESIGN_NICKNAME = Full_Subtractor_32bit
export VERILOG_FILES = /design/flow/design.v
export SDC_FILE = /design/flow/constraint.sdc
export NUM_CORES = 4
export LEC_CHECK = 1
export CORE_AREA = 10 10 104 104
export DIE_AREA = 0 0 114 114
==> constraint.sdc <==
current_design Full_Subtractor_32bit

set clk_period 12.7
set clk_io_pct 0.2

create_clock -name clk0 -period $clk_period

set non_clock_inputs [all_inputs -no_clocks]
set_input_delay [expr $clk_period * $clk_io_pct] -clock clk0 $non_clock_inputs
set_output_delay [expr $clk_period * $clk_io_pct] -clock clk0 [all_outputs]
==> design.v <==
module Full_Subtractor_32bit(
    input [31:0] a, b,
    input bin,
    output [31:0] difference,
    output borrow
);
    assign {borrow, difference} = {1'b0, a} - {1'b0, b} - bin;
endmodule
==> run.sh <==
#!/bin/bash
# OpenROAD 26Q1-2900-gdf79404cd8, Yosys 0.63+post, stock flow scripts
make -C /OpenROAD-flow-scripts/flow DESIGN_CONFIG=/design/flow/config.mk WORK_HOME=/design/flow/orfs finish
==> impl_metrics.py <==
# Synthesis and PnR figures
metrics = {
    "status": {
        "status": "complete, no violations",
    },
    "final_layout": {
        "ff_latch_area_um2": 0,
        "syn_to_final_growth_pct": 40.09,
        "drive_gt1_frac": 0.02088,
        "clkbuf_count": 0,
        "fin_area_mm2": 0.003699,
        "finalNonFillerCells": 587,
        "flops": 0,
    },
    "clock_tree": {
        "cts_setup_buffers": 0,
        "cts_resized": 0,
        "postCtsHoldBufs": 0,
    },
    "run": {
        "cap_violations": 0,
        "warnings": 33,
    },
    "setup_path": {
        "end_kind": "output port",
        "critical_path.cell_chain": "clkdlybuf4s50_1 -> inv_1 -> ha_1 -> inv_1 -> ha_1 -> nand4_1 -> or3_1 -> o22ai_1 -> o32ai_2 -> o31ai_2 -> xor2_1 -> clkdlybuf4s50_1",
        "path_buffers": 4,
        "cpPeakStageDelay_ps": 480,
        "cp_data_arrival_time_ps": 5720,
        "crit_slowest_cell": "clkdlybuf4s50_1",
        "worstSetupPathType": "input pin to output port",
        "start_kind": "input pin",
        "cp_max_fo": 8,
        "crit_required_ps": 10160,
        "path_delay_family": "buffers and inverters",
    },
    "synthesis": {
        "top_cells_by_area": "ha_1 29%, inv_1 14%, a21oi_1 5.9%",
        "yosysCellCount": 393,
        "ys_warn_count": 0,
        "syn_avg_cell_area_um2": 6.718,
        "synthesis.area_mm2": 0.002640,
        "ys_seq_share": 0,
        "synth_top_area_share": 0.2938,
        "syn_inst": 393,
        "netlist-cell-type-count": 52,
        "synth_area_leader_cell": "ha_1",
        "ys_chip_area_mm2": 0.002640,
    },
    "power_and_ir_drop": {
        "netSwitchingPower_uw": 116.5,
        "power_leakage_uw": 0.001799,
        "ir_worst_vdd_mv": 0.03878,
        "clkPwrFrac": 0,
        "p_comb_frac": 1.000,
        "powerDensity_mw_per_mm2": 71.32,
        "p_seq_frac": 0,
        "intPower_uw": 147.2,
        "switching_share": 0.4418,
    },
    "sta": {
        "holdWs_ps": 6103,
        "rsz0062_at_grt": "no",
        "max_freq_ghz": 0.1210,
        "fin_tns_setup_ps": 0,
        "finalHoldViolations": 0,
        "worst_pin_slew_ps": 631.9,
        "min_period_ps": 8261,
        "setup_violations": 0,
        "drv_slew": 0,
        "slew_headroom": 0.5743,
        "fin_crit_sh": 0.6505,
    },
    "floorplan": {
        "std_cell_rows": 34,
        "fp_util": 0.3042,
        "ioPinCount": 98,
        "coreArea_mm2": 0.008678,
        "die_w_um": 114,
        "die_height_um": 114,
        "die-area_mm2": 0.01300,
    },
    "routing": {
        "drtIter0Drc": 83,
        "routed_wirelength_um": 7360,
        "routedWlPerCell_um": 12.54,
        "post-route-drc-count": 0,
        "antenna_left": 0,
        "route.vias.total": 2813,
        "via_per_inst": 4.792,
        "dr.pass1.iters": 4,
        "antennaDiodeCount": 0,
    },
    "placement": {
        "place_inst": 587,
        "port_buffers": 98,
        "placed_area_mm2": 0.003699,
        "hpwl_um": 6617,
        "gp_congestion": 0.8870,
    },
    "grt": {
        "met3_usage": 0.02764,
        "grt_start_max_net_pins": 12,
        "grt_use_met2": 0.1815,
        "grt_pass1_vias": 2715,
        "track_usage": 0.1089,
        "gr-total-overflow": 0,
        "met1_usage": 0.1456,
        "grt_first_pass_wirelength_um": 12350,
        "antenna_found_initial": 0,
        "busiest_layer": "met2",
    },
    "hold_path": {
        "hold_class": "input pin to output port",
    },
}
==> worst min-delay path, stage by stage <==
cell and delay [ps]:
clkdlybuf4s50_1 540, xor2_1 80, clkdlybuf4s50_1 400
==> per-stage QoR <==
stage	setup WS, ps	utilization	power (µW)
3_5_place_dp	4418	0.4262	266.3
2_1_floorplan	5684	-	140.6
5_1_grt	4178	0.4262	298.3
4_1_cts	4401	0.4262	268.9
6_report	4439	0.4262	263.8
3_3_place_gp	4402	0.4262	267.8
==> cell usage after synthesis, types with 2 or more instances <==
library cell,count
inv_1,101
ha_1,62
a21oi_1,31
nand2_1,25
o21ai_0,20
nor2_1,16
xnor2_1,16
a21o_1,12
xor2_1,12
buf_2,7
nand4_1,7
nand3_1,5
nor3_1,5
a211oi_1,4
a31oi_1,4
clkbuf_1,4
nor4_1,4
o21a_1,4
a21boi_0,3
mux2i_1,3
nor2b_1,3
o211ai_1,3
o22ai_1,3
or3_1,3
a311o_1,2
a41oi_1,2
and3_1,2
and4_1,2
fa_1,2
o2111ai_1,2
o211a_1,2
o221ai_1,2
==> power by group through the flow <==
stage | clock, µW | combinational [µW] | sequential (µW)
after CTS | 0 | 269 | 0
after global routing | 0 | 298 | 0
final | 0 | 264 | 0
==> cells by family (layout without fill, tap and decap cells) <==
logic type,after synthesis,in the layout,synth area share
xor gates and xnor gates,28,28,0.09289
buffers and inverters,113,199,0.1654
AOI/OAI and AO/OA,108,108,0.2782
and+or+nand+nor,77,77,0.1431
adders and majority gates,64,64,0.3090
muxes,3,3,0.01137
==> cell usage in the layout (no fill, tap or decap), types with 4 or more instances in the layout <==
cell type,synthesis,final
a211oi_1,4,4
a21o_1,12,12
a21oi_1,31,31
a31oi_1,4,4
clkdlybuf4s50_1,0,98
ha_1,62,62
inv_1,101,101
nand2_1,25,25
nand3_1,5,5
nand4_1,7,7
nor2_1,16,16
nor3_1,5,5
nor4_1,4,4
o21a_1,4,4
o21ai_0,20,20
xnor2_1,16,16
xor2_1,12,12
==> worst paths after layout <==
| path | from | to | slack (ps) | cells after the start |
|---|---|---|---|---|
| worst min-delay path | a[1] | difference[0] | 6100 | 3 |
| worst max-delay path | a[12] | difference[29] | 4440 | 12 |
==> cell type report <==
type                            count  area, µm²
Fill cell                         927       4980
Multi-Input combinational cell    280       2203
Inverter                          101      379.1
Timing Repair Buffer               98      980.9
Tap cell                          108      135.1
==> layer usage <==
metal  up-vias  part of all wire
li1       1513                 -
met1      1222              0.47
met2        76              0.44
met3         2             0.088
met4         0            0.0023
met5         -                 0
No activity file was given, so power comes from the tool's default toggle rates.
