[flow/run.sh]
#!/bin/bash
# OpenROAD 26Q1-2900-gdf79404cd8, Yosys 0.63+post, stock flow scripts
make -C /OpenROAD-flow-scripts/flow DESIGN_CONFIG=/design/flow/config.mk WORK_HOME=/design/flow/orfs finish
[flow/config.mk]
export PLATFORM = sky130hd
export DESIGN_NAME = ALU32
export DESIGN_NICKNAME = ALU32
export VERILOG_FILES = /design/flow/design.v
export SDC_FILE = /design/flow/constraint.sdc
export NUM_CORES = 4
export LEC_CHECK = 1
export CORE_UTILIZATION = 40
[flow/constraint.sdc]
current_design ALU32

set clk_period 15.3
set clk_io_pct 0.2

create_clock -name clk0 -period $clk_period

set non_clock_inputs [all_inputs -no_clocks]
set_input_delay [expr $clk_period * $clk_io_pct] -clock clk0 $non_clock_inputs
set_output_delay [expr $clk_period * $clk_io_pct] -clock clk0 [all_outputs]
[flow/design.v]
module ALU32 (A, B, ALU_Control, Zero, Overflow, Carry, Negative, ALUResult);
    input [31:0] A, B;
    input [3:0] ALU_Control;
    output reg Zero, Overflow, Carry, Negative;
    output reg [31:0] ALUResult;
    reg [32:0] sum;
    reg slt, sltu;
    always @ (*) begin
        slt = (A[31] == B[31]) ? (A < B) : A[31];
        sltu = A < B;
        Carry = 1'b0; Overflow = 1'b0; Zero = 1'b0; ALUResult = 32'b0; Negative = 1'b0;
        case(ALU_Control)
            4'b0000: begin
                sum = {1'b0, A} + {1'b0, B};
                ALUResult = sum[31:0];
                Carry = sum[32];
                Overflow = (~A[31] & B[31] & ALUResult[31]) | (A[31] & B[31] & ~ALUResult[31]);
            end
            4'b0001: begin
                ALUResult = A - B;
                Negative = ALUResult[31];
                Overflow = (A[31] & ~B[31] & ~ALUResult[31]) | (~A[31] & B[31] & ALUResult[31]);
            end
            4'b0010 : ALUResult = A & B;
            4'b0011 : ALUResult = A | B;
            4'b0100 : ALUResult = A ^ B;
            4'b0101 : ALUResult = {31'b0, slt};
            4'b0110 : ALUResult = {31'b0, sltu};
            4'b0111 : ALUResult = {A[31:12], 12'b0};
            4'b1000 : ALUResult = A + {B[31:12], 12'b0};
            4'b1001 : ALUResult = {B[31:12], 12'b0};
            4'b1010 : ALUResult = $signed(A) >> B;
            4'b1011 : ALUResult = A << B;
            default : ALUResult = 32'bx;
        endcase
        Zero = (ALUResult == 32'b0);
    end
endmodule
==> impl_metrics.py <==
# Generated from Yosys and OpenROAD reports
metrics = {
    "placement": {
        "dpl.hpwl_um": 44310,
        "place_congestion": 1.087,
        "numPortBuffers": 104,
        "dp.cells": 1853,
        "dpl_cell_area_sq_um": 11940,
        "dpl_worst_slack_ns": 3.515,
    },
    "synth": {
        "most_common_cell": "nand2_1",
        "top_cells_by_count": "nand2_1 (129), nor2_1 (118), clkbuf_1 (105)",
        "yosys_area_sq_um": 10670,
        "syn_area_per_cell_sq_um": 7.097,
        "topCellsByArea": "mux4_2 (14%), ha_1 (12%), a21oi_1 (4.9%)",
        "ys_cells": 1504,
        "top_logic_kind": "AND-OR/OR-AND gates",
        "synth_warnings": 1,
        "ys_sh_aoi": 0.3419,
        "syn_area_sq_um": 10670,
        "ys_seq_frac": 0,
        "synth_top_area_share": 0.1414,
        "yosysUniqueCellTypes": 88,
        "ys_sh_mux": 0.1983,
        "synth_area_leader_cell": "mux4_2",
        "syn-instance-count": 1504,
        "ys_sh_xor": 0.02380,
        "simple_gate_share": 0.2234,
        "synthAdderAreaFrac": 0.1240,
    },
    "global_route": {
        "track_usage": 0.4341,
        "grt_max_degree": 61,
        "grt_pass1_vias": 12280,
        "gr-total-overflow": 0,
        "grt_pass1_wl_um": 84400,
        "grt_antenna_before_repair": 2,
    },
    "detailed_routing": {
        "post_drt_via_cell_ratio": 7.168,
        "drcViolationCount": 0,
        "final_antenna_net_count": 0,
        "vias": 13280,
        "firstDrtPassIters": 22,
        "wl_um": 58290,
        "wl_per_cell_um": 31.46,
        "drt_iter0_markers": 1641,
        "diodes": 0,
    },
    "job": {
        "warnings": 100,
        "drv_cap": 0,
    },
    "critical_path": {
        "end_kind": "primary output",
        "critPathLaunchType": "input pin",
        "arrival_ns": 8.84,
        "critical_path.cell_chain": "clkdlybuf4s50_1 -> buf_4 -> inv_1 -> ha_1 -> a2111o_1 -> a311oi_1 -> o21a_1 -> o21ai_0 -> a2111oi_0 -> o31ai_1 -> or4_1 -> nor4_2 -> nand4b_1 -> nor4b_2 -> clkdlybuf4s50_1",
        "cp_common_cell": "clkdlybuf4s50_1",
        "cp.required_ns": 12.24,
        "path_depth": 15,
        "path_delay_family": "AND-OR/OR-AND gates",
        "critPathSlowestCell": "a311oi_1",
        "critPathMaxStageDelay_ns": 0.58,
        "path_max_fanout": 29,
        "setup.worst_path.class": "input pin to primary output",
        "path_buffers": 4,
    },
    "pwr": {
        "power_mw": 0.4905,
        "seq_power_share": 0,
        "swShare": 0.6039,
        "power.density_nw_per_um2": 41.07,
        "clkPwrFrac": 0,
        "max-vdd-ir-drop_uv": 23.06,
        "p_comb_frac": 1.000,
        "power.leakage_nw": 4.629,
        "p_switching_mw": 0.2962,
        "intPower_mw": 0.1943,
    },
    "final_layout": {
        "regArea_sq_um": 0,
        "area_growth_pct": 11.87,
        "finalNonFillerCells": 1853,
        "nClkBuffers": 0,
        "ff_count": 0,
        "drive_above_1_share": 0.1140,
        "finalInstanceArea_sq_um": 11940,
    },
    "timing": {
        "setup_slack_ns": 3.396,
        "slew_headroom": 0.2815,
        "finalMaxSlewViolations": 0,
        "setup_viol": 0,
        "rsz0062_at_grt": "false",
        "finalHoldViolations": 0,
        "finalClockPeriodUsage": 0.7780,
        "max_freq_ghz": 0.08401,
        "fin_crit_ns": 11.90,
        "tightest_slew_ns": 1.068,
        "tns_ns": 0,
    },
    "floorplan": {
        "dieArea_sq_um": 27340,
        "ios": 104,
        "die_x_um": 165.4,
        "fp.coreArea_sq_um": 26130,
        "core.rowCount": 59,
        "dieHeight_um": 165.4,
        "fp_util": 0.4085,
    },
    "clock_tree": {
        "cts_resized": 0,
        "postCtsSetupRepairBufs": 0,
        "cts_hold_buf": 0,
    },
    "run_status": {
        "status": "complete, no violations",
    },
    "min_path": {
        "hold_depth": 6,
        "hp-class": "input pin to primary output",
    },
}
final cells by class:
type | instances | area (sq um)
fill | 2645 | 14190
inverter | 98 | 367.9
multi-input combinational | 1266 | 9753
tap | 335 | 419.2
timing repair buffer | 154 | 1401
path summary, 6_finish.rpt:
check / slack [ns] / startpoint / end
max: 3.40 / B[4] / Zero
min: 7.27 / B[2] / ALUResult[2]
tightest hold or removal path, stage by stage:
cell and delay (ns):
buf_4 0.23, nand2_1 0.10, a21oi_1 0.08, o211ai_1 0.18, o21ai_1 0.12, clkdlybuf4s50_1 0.44
stage by stage:
stage          hold slack (ns)  utilization
3_3_place_gp             7.260       0.4570
5_1_grt                  7.351       0.4570
6_report                 7.267       0.4570
2_1_floorplan            6.325            -
3_5_place_dp             7.253       0.4570
4_1_cts                  7.263       0.4570
cell usage in the layout, fill, tap and decap left out, drive strengths merged, types with 13 or more instances in the layout:
master	instances
nand3	39
a211oi	29
o22ai	25
nand2	129
mux4	68
clkdlybuf4s50	100
or4	14
nand4	13
nor2b	24
or2	13
o21a	14
ha	101
o31ai	14
xnor2	21
buf	54
and3	17
o21ai	103
a21oi	105
a21o	16
a221oi	24
mux2i	36
o211ai	32
nor3	41
mux2	19
a31oi	19
nor2	118
inv	96
logic make-up (layout without fill, tap and decap cells):
family                   after synthesis  after routing
AND-OR/OR-AND                        530            530
XOR/XNOR                              29             29
multiplexers                         123            123
AND/OR/NAND/NOR                      480            480
buffers and inverters                238            252
adder cells (fa/ha/maj)              104            104
per-layer routing:
| metal | up-vias | GRT usage | routed length [um] |
|---|---|---|---|
| li1 | 5792 | - | - |
| met1 | 6373 | 0.6264 | 24020 |
| met2 | 953 | 0.6308 | 24730 |
| met3 | 161 | 0.09346 | 6767 |
| met4 | 4 | 0.1736 | 2732 |
| met5 | - | 0 | 48 |
power groups by stage:
stage         registers, mW  logic [mW]  clock network (mW)
CTS                       0       0.475                   0
finish                    0       0.490                   0
global route              0       0.517                   0
Power and IR drop assume default switching activity.
