File: ./run.sh
#!/bin/bash
# OpenROAD 26Q1-2900-gdf79404cd8, Yosys 0.63+post, stock flow scripts
make -C /OpenROAD-flow-scripts/flow DESIGN_CONFIG=/design/flow/config.mk WORK_HOME=/design/flow/orfs finish
File: ./config.mk
export PLATFORM = sky130hd
export DESIGN_NAME = Full_Adder_32bit
export DESIGN_NICKNAME = Full_Adder_32bit
export VERILOG_FILES = /design/flow/design.v
export SDC_FILE = /design/flow/constraint.sdc
export NUM_CORES = 4
export LEC_CHECK = 1
export CORE_AREA = 10 10 111 111
export DIE_AREA = 0 0 121 121
File: ./constraint.sdc
current_design Full_Adder_32bit

set clk_period 11.3
set clk_io_pct 0.2

create_clock -name clk0 -period $clk_period

set non_clock_inputs [all_inputs -no_clocks]
set_input_delay [expr $clk_period * $clk_io_pct] -clock clk0 $non_clock_inputs
set_output_delay [expr $clk_period * $clk_io_pct] -clock clk0 [all_outputs]
File: ./design.v
module Full_Adder_32bit(
    input [31:0] a, b,
    input cin,
    output [31:0] sum,
    output cout
);
    assign {cout, sum} = a + b + cin;
endmodule
==> flow_summary_export.csv <==
group,metric,value,unit
floorplan,die_w,121,um
critical_path,worstPathMaxFanout,4,
grt,use_met3,2.315,%
synth,syn_avg_cell_area,7.159,um2
sta,setup_viol,0,
floorplan,initial_core_util,18.80,%
grt,use_met1,12.33,%
routing,first_iter_violations,131,
grt,grt_remaining_overflow,0,
finish,drive_gt1_share,3.125,%
clocking,cts.hold.buffers_added,0,
grt,grt_max_degree,13,
sta,min_period_over_period,69.40,%
power,p_leak,1.206,nW
grt,grt.busiest_layer,"met2",
grt,gr-usage-all-layers,8.967,%
power,power_frac_clock,0,%
power,p_sw_share,41.98,%
synth,topCellsByArea,"ha_1 21%, a21oi_1 9.2%, xor2_1 7.1%",
synth,synth_warnings,0,
finish,ff_latch_area,0,um2
critical_path,cp.arrival,5.58,ns
floorplan,core-area,9864,um2
clocking,post_cts_buffers,0,
sta,slew_violations,0,
finish,fill_cells,1041,
routing,num_vias,2239,
finish,flops,0,
routing,routed_wl,6837,um
power,ir_worst_vdd,0.00002260,V
floorplan,row_count,36,
flow_run,drv_cap,0,
finish,fin_area,2957,um2
sta,rsz0062_at_grt,"false",
grt,grt_pass1_wl,11080,um
synth,synth_top_cell_by_area,"ha_1",
power,p_per_area,61.07,nW/um2
finish,clockBufferCount,0,
sta,whs,5.605,ns
grt,grt_pass1_vias,2277,
routing,dr.pass1.iters,4,
sta,fin_crit,7.842,ns
placement,dp_hpwl,6132,um
outcome,outcome,"completed",
clocking,cts_resized,0,
min_path,min_path_type,"input pin to primary output",
synth,synth_area,1854,um2
finish,area_growth,59.45,%
floorplan,io_pins,98,
routing,viasPerCell,4.616,
grt,antenna_found_initial,0,
flow_run,warning_count,32,
synth,postSynthSeqShare,0,%
synth,synth.top_cells.by_count,"34 x a21oi_1, 31 x ha_1, 23 x nand2_1",
synth,synth.most_common_cell,"a21oi_1",
routing,drc,0,
finish,fin_cells,485,
placement,gp_congestion,0.8871,
grt,grt_use_met2,14.46,%
synth,synth-area-yosys,1854,um2
finish,mi_logic_area,1783,um2
placement,dp.cells,485,
synth,yosysUniqueCellTypes,52,
sta,tns,0,ns
floorplan,die_area,14640,um2
synth,yosysCellCount,259,
critical_path,startpoint_type,"input pin",
power,power.share.combinational,100.0,%
routing,n_antenna_cell,0,
routing,ant_nets,0,
synth,top_area_share,20.92,%
sta,hold_violations,0,
placement,port_buffers,98,
sta,fmax,127.5,MHz
floorplan,die_h,121,um
sta,slew_headroom,45.68,%
power,p_int,104.8,uW
finish,utilization,29.97,%
sta,tightestPinTransition,0.8043,ns
power,p_sw,75.80,uW
synth,synth_cells,259,
critical_path,end_kind,"primary output",
critical_path,crit_type,"input pin to primary output",
routing,avgRoutedWirePerCell,14.10,um
power,p_seq_share,0,%
placement,place_area,2957,um2
critical_path,cp.required,9.04,ns
==> kinds of logic (layout without fill, tap and decap cells) <==
logic type / count (synthesis) / count (layout) / synth area share, %
muxes: 1 / 1 / 0.5398
xor gates and xnor gates: 25 / 25 / 11.81
adders and majority gates: 33 / 33 / 23.08
AOI/OAI and AO/OA: 105 / 105 / 37.86
buffers and inverters: 12 / 105 / 3.846
and+or+nand+nor: 83 / 83 / 22.87
==> power by group through the flow <==
stage                 clock network [mW]  registers (mW)  logic, mW
after CTS                              0               0      0.183
after global routing                   0               0      0.200
final                                  0               0      0.181
==> final timing paths <==
kind,start,endpoint,depth (start not counted)
worst max-delay path,a[0],sum[28],11
worst min-delay path,cin,sum[0],3
==> metrics by stage <==
step / setup WS [ns] / power (mW)
after floorplan: 4.653 / 0.08731
after global placement: 3.495 / 0.1823
after detailed placement: 3.448 / 0.1823
after CTS: 3.442 / 0.1834
after global routing: 3.242 / 0.2002
final: 3.458 / 0.1806
==> cell usage in the layout, fill, tap and decap left out, types with 8 or more instances in the layout <==
| cell | netlist | routed |
|---|---|---|
| a21o_1 | 12 | 12 |
| a21oi_1 | 34 | 34 |
| clkdlybuf4s50_1 | 0 | 98 |
| ha_1 | 31 | 31 |
| nand2_1 | 23 | 23 |
| nand4_1 | 8 | 8 |
| nor2_1 | 20 | 20 |
| o21ai_0 | 12 | 12 |
| o21ai_1 | 8 | 8 |
| xnor2_1 | 10 | 10 |
| xor2_1 | 15 | 15 |
==> cell type report <==
| class | instances | area share, % |
|---|---|---|
| Multi-Input combinational cell | 247 | 60.30 |
| Tap cell | 133 | 5.628 |
| Timing Repair Buffer | 98 | 33.18 |
| Inverter | 7 | 0.8887 |
==> routing by layer <==
metal	up-vias	share of wire, %
met3	2	9.7
li1	1174	-
met4	0	0.60
met2	75	42
met1	988	47
met5	-	0
==> critical path, cell delays in order <==
cell	delay, ns
clkdlybuf4s50_1	0.43
fa_1	0.48
fa_1	0.42
a21oi_1	0.22
o32ai_1	0.15
o211ai_2	0.32
a21o_1	0.24
o21ai_2	0.10
a21o_1	0.19
a311oi_1	0.24
clkdlybuf4s50_1	0.53
No activity file was given, so power comes from the tool's default toggle rates.
